### design/flow/config.mk
export PLATFORM = sky130hd
export DESIGN_NAME = mux
export DESIGN_NICKNAME = mux
export VERILOG_FILES = /design/flow/design.v
export SDC_FILE = /design/flow/constraint.sdc
export NUM_CORES = 4
export LEC_CHECK = 1
export CORE_AREA = 10 10 71 71
export DIE_AREA = 0 0 81 81
### design/flow/constraint.sdc
current_design mux

set clk_period 1.0
set clk_io_pct 0.2

create_clock -name clk0 -period $clk_period

set non_clock_inputs [all_inputs -no_clocks]
set_input_delay [expr $clk_period * $clk_io_pct] -clock clk0 $non_clock_inputs
set_output_delay [expr $clk_period * $clk_io_pct] -clock clk0 [all_outputs]
### design/flow/design.v
module mux(sel, a, b, y );
    input sel;
    input  [31:0] a, b;
    output [31:0] y;
    assign y = sel ? b : a;
endmodule
### design/flow/run.sh
#!/bin/bash
# OpenROAD 26Q1-2900-gdf79404cd8, Yosys 0.63+post, stock flow scripts
make -C /OpenROAD-flow-scripts/flow DESIGN_CONFIG=/design/flow/config.mk WORK_HOME=/design/flow/orfs finish
==> run summary <==
Results of the full flow below.

Route:
- Antenna repair during routing inserted a diode count of 0.
- The run puts the initial DRC count at 7.
- In the final routed layout, each cell accounts on average for 16.0 µm.
- Per the detail_route report, vias per standard cell equal 3.84.
- Nets still carrying antenna violations after routing amount to 0.
- The run gives the via count of the routed design as 706.
- Per the detailed-route log, wirelength across all metal layers totals 2950 µm.
- The run gives the residual DRC count as 0.
- For this run, the detailed router's first-pass iteration total came to 2.

Synthesis:
- The run puts the average footprint of a synthesized cell at 15.1 µm².
- In the post-synthesis netlist, the cell with the most instances is sky130_fd_sc_hd__mux2_4.
- The run gives the number of distinct library cells after synthesis as 4.
- The run gives the instance count of the mapped netlist as 36.
- The run gives the total cell area reported by yosys after synthesis as 544 µm².
- Per Yosys stat, the portion of area used by sequential elements is 0.
- The commonest cells after synthesis are sky130_fd_sc_hd__mux2_4, sky130_fd_sc_hd__buf_12, sky130_fd_sc_hd__mux2_2, sky130_fd_sc_hd__buf_6.
- sky130_fd_sc_hd__mux2_4 takes more of the synthesized area than any other cell.
- The main area contributors are sky130_fd_sc_hd__mux2_4, sky130_fd_sc_hd__buf_12, sky130_fd_sc_hd__mux2_2.
- The run puts the number of cells in the yosys synthesis report at 36.
- The run puts the post-synthesis instance area at 544 µm².
- Of the post-synthesis cell area, the dominant cell type holds 0.828.
- The run gives the Yosys warning count as 0.

Placement:
- The run puts the post-place setup slack at -0.519 ns.
- The run gives the number of buffers inserted by port buffering as 97.
- The run gives the weighted congestion at the end of routability-driven global placement as 0.809.
- The run gives the area after detailed placement as 1550 µm².
- The run puts the detailed placement HPWL at 2530 µm.

STA:
- Max-slew check failures listed in the final report amount to 0.
- The run gives the number of hold-slack violations in the final timing report as 0.
- For the finished layout, the period the worst path requires is 1.09 ns.
- Setup repair after global routing could not meet its margin everywhere.
- The run puts the worst hold margin at 0.770 ns.
- Post-route period utilization is reported as 1.09.
- The run puts the worst slew slack as a fraction of its limit at 0.926.
- The run puts the fmax at 917 MHz.
- The run gives the measured slew at the worst slew-check pin as 0.110 ns.
- The run gives the worst setup slack after layout as -0.0908 ns.
- The run gives the count of endpoints failing setup in the final report as 31.

GRT:
- Entering global routing, the biggest net connects 9 pins.
- The run puts the number of antenna violations at the first check in global routing at 0.
- The number of global-route vias before repair is 787.
- Summed over all layers, the global routing overflow is 0.
- The run puts the global-route wire length before repair at 4180 µm.
- The run gives the combined global-route utilization of all metal layers as 0.0808.

Critical path:
- The arrival time of data at the worst endpoint is listed as 0.89 ns.
- The run gives the path type of the worst setup path as in2out.
- Per STA, the startpoint of the critical path is sel.
- The signal on the critical path passes through buf_16, buf_16, mux2_4, buf_6.
- The run gives the sort of element at the start of the critical path as an input port.
- The largest individual stage delay along the critical path comes from the cell sky130_fd_sc_hd__mux2_4.
- The run puts the maximum fanout encountered on the critical timing path at 8.
- At the worst endpoint, the required time is 0.80 ns.
- The timing report shows the most common cell along the critical path to be sky130_fd_sc_hd__buf_16.
- The run gives the biggest cell delay along the critical path as 0.30 ns.
- The worst setup path is captured at a primary output.
- Following the worst setup path forward leads to its endpoint at y[25].

Outcome:
- The run finished, with violations left.
- The final reports fail on setup timing.

Job:
- The run puts the max-cap violation count at 0.
- The run puts the total number of warnings across the stage logs at 34.

Cells and area:
- The run puts the filler cell count in the final layout at 369.
- In this run the layout overhead on the synthesized area is reported as 193%.
- In the finished layout, the clock tree contains a buffer count of 0.
- The final report gives the core utilization as 0.438.
- The run gives the fraction of final layout cells sized beyond drive strength 1 as 0.529.
- After routing the design area is 1590 µm².
- Across the whole layout, storage elements account for 0 µm².
- The run gives the flip-flop and latch count as 0.

Die:
- The floorplan step records an initial core utilization of 0.150.
- The run puts the horizontal die size at 81 µm.
- The run gives the core area as 3630 µm².
- For this design the top-level I/O count stands at 97.
- In this run the core area contains 22 standard-cell rows.
- The run puts the chip height at 81 µm.
- The run gives the floorplan die area as 6560 µm².

Clocking:
- The run gives the post-CTS setup buffer count as 0.
- The run puts the total of hold buffers inserted after clock tree synthesis at 0.

Power and ir drop:
- The run puts the total power density per cell area at 397 nW/µm².
- Across the VDD grid, the largest voltage drop is 170 µV.
- Per the OpenROAD power report, leakage power amounts to 0.000860 µW.
- The design draws 632 µW.

Min path:
- Looking at hold timing, the worst path starts from b[29].
- The most critical min-delay path falls under in2out.
[per-layer routing]
layer / vias up / part of all wire / GRT usage
li1: 341 / - / -
met1: 315 / 0.38 / 0.0948
met2: 50 / 0.51 / 0.144
met3: 0 / 0.12 / 0.0323
met4: 0 / 0 / 0
met5: - / 0 / 0
[cell type report]
type	count	area [µm²]	share of cell area
well taps	48	60.1	0.0377
multi-input cells	32	480	0.302
repair buffers	104	1050	0.661
[report_power, final]
| group | switching [µW] | internal [µW] | leakage (µW) | total (µW) |
|---|---|---|---|---|
| clock | 0 | 0 | 0 | 0 |
| combinational | 142 | 490 | 0.000860 | 632 |
| sequential | 0 | 0 | 0 | 0 |
[critical path, delay by kind of cell]
kind	cells	cell delay (ns)
buffers and inverters	3	0.39
muxes	1	0.30
[through the flow]
step	TNS, ns	std cells
global placement	-15.91	180
CTS	-2.74	184
finish	-2.61	184
detailed placement	-15.94	180
global route	-3.16	184
floorplan	0	36
[cell families after synthesis]
group                  Yosys count  synth area share
buffers and inverters            4             0.131
multiplexers                    32             0.869
[worst min-delay path by stage]
stage     endpoint  slack (ns)  depth (start not counted)
4_1_cts      y[29]        0.78                          3
5_1_grt      y[29]        0.79                          3
6_report     y[29]        0.77                          3
[what timing repair did]
| item | in CTS | in global routing |
|---|---|---|
| endpoints found under the hold margin | 0 | 0 |
| setup endpoints to repair | 32 | 32 |
| resized | 185 | 11 |
| cloned | 4 | 0 |
[cells in the final DEF, fill, tap and decap left out, drive strengths merged]
master          n
dlygate4sd2    62
buf            40
mux2           32
clkdlybuf4s15   2
No activity file was given, so power comes from the tool's default toggle rates.
