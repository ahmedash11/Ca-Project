==> flow/design.v <==
module rf(clk, read_reg_1, read_reg_2, write_reg, write_data, regWrite, read_data_1, read_data_2);
input clk;
input [4:0] read_reg_1, read_reg_2, write_reg;
input [31:0] write_data;
input regWrite;
output reg [31:0] read_data_1, read_data_2;
reg [31:0] registers[4:0];
always @ (read_reg_1, read_reg_2)
begin
 read_data_1 <= (read_reg_1==0)? 32'b0 : registers[read_reg_1];
 read_data_2 <= (read_reg_2==0)? 32'b0 : registers[read_reg_2];
end
always @(posedge clk)
begin
 if(regWrite)
 begin
 registers[write_reg] <= write_data;
 end
end
endmodule
==> flow/run.sh <==
#!/bin/bash
# OpenROAD 26Q1-2900-gdf79404cd8, Yosys 0.63+post, stock flow scripts
make -C /OpenROAD-flow-scripts/flow DESIGN_CONFIG=/design/flow/config.mk WORK_HOME=/design/flow/orfs finish
==> flow/config.mk <==
export PLATFORM = sky130hd
export DESIGN_NAME = rf
export DESIGN_NICKNAME = rf
export VERILOG_FILES = /design/flow/design.v
export SDC_FILE = /design/flow/constraint.sdc
export NUM_CORES = 4
export LEC_CHECK = 1
export CORE_UTILIZATION = 40
==> flow/constraint.sdc <==
current_design rf

set clk_period 5.7
set clk_io_pct 0.2

create_clock -name clk0 -period $clk_period [get_ports {clk}]

set non_clock_inputs [all_inputs -no_clocks]
set_input_delay [expr $clk_period * $clk_io_pct] -clock clk0 $non_clock_inputs
set_output_delay [expr $clk_period * $clk_io_pct] -clock clk0 [all_outputs]
==> results.yml <==
# implementation run metrics
sta:
  tightest_slew_ns: 0.8951
  max-slew-margin-rel: 0.4000
  setup_violations: 0
  max_freq_mhz: 212.1
  period_used_share: 0.8272
  rsz0062_at_grt: "false"
  layout_min_cycle_time_ns: 4.715
  drv_slew: 0
  setup_ws_ns: 0.9852
  timing_hold_violations_final: 0
  setup_tns_ns: 0
worst_setup_path:
  arrival_ns: 3.57
  end_kind: "primary output"
  worstSetupPathType: "input port to primary output"
  required_ns: 4.56
  worstPathMaxFanout: 17
  start_kind: "input port"
logic_synthesis:
  yosys_cells: 485
  synthCells: 485
  netlist_area_um2: 7855
  synth_flops: 160
  synth-area-yosys_um2: 7855
  ys_seq_share: 0.6117
  syn_avg_cell_area_um2: 16.20
  synth.distinct_cells: 27
  yosys_warnings: 1
clocking:
  cts.sinks: 160
  path_clk_slew_ns: 0.05
  ctsResizeCount: 0
  cts_tree: "yes"
  cts_hold_buffers: 0
  cts_buffer_depth: 2
  postCtsSetupRepairBufs: 0
  cts-root-buf: "clkbuf_16"
  htreeDepth: 4
  cts_inserted_buffers: 17
drt:
  drcViolationCount: 0
  viasPerCell: 5.630
  drtIter0Drc: 165
  num_vias: 4870
  wl_um: 19350
  drtAntennaViolNets: 0
  drt_pass1_iterations: 4
  wire_per_inst_um: 22.37
layout:
  drive_gt1_frac: 0.2219
  lay_top_cells: "edfxtp_1, clkdlybuf4s50_1, mux2i_1"
  largest_reg_flops: 160
  top_regs: "registers (160)"
  top_register: "registers"
  area_delta_synth_final_pct: 23.54
  final_common_cell: "edfxtp_1"
  fin_cells: 865
global_route:
  grt_pass1_vias: 5387
  antenna_found_initial: 0
  grt_pass1_wl_um: 29800
  grt_overflow: 0
  grtUsageTotal: 0.2145
  grt_max_degree: 49
die:
  die_h_um: 142.1
  chip_area_um2: 20200
  rows: 50
  coreArea_um2: 18960
  initCoreUtil: 0.4144
  pin_count: 113
  dieWidth_um: 142.1
power:
  power-per-cell-area_nw_per_um2: 283.3
  combinationalPowerShare: 0.122
  seqPwrFrac: 0.492
  leakagePower_nw: 3.189
  p_switching_mw: 0.5636
  p_int_mw: 2.186
  peakVddDrop_mv: 0.1908
  switching_share: 0.2050
  clkPwrFrac: 0.386
placement:
  dp.cells: 836
  dp_hpwl_um: 11620
  gp_congestion: 0.8268
  pre_cts_ws_ns: 0.9854
  place.port_buffers: 110
worst_hold_path:
  hold_class: "input port to register"
flow_run:
  drv_cap: 0
  warnings: 27
outcome:
  status: "finished, final reports clean"
## power groups by stage
stage     logic, mW  clock network [mW]  registers [mW]
4_1_cts       0.340                1.08            1.35
5_1_grt       0.364                1.13            1.36
6_report      0.335                1.06            1.35
## cell usage after synthesis
library cell | n | area, um^2
nand2_1 | 1 | 3.750
buf_4 | 4 | 30.03
nor4b_4 | 1 | 23.77
a2111oi_2 | 10 | 150.1
a211oi_2 | 50 | 625.6
mux2_1 | 38 | 427.9
o22ai_1 | 52 | 325.3
a2111oi_1 | 2 | 20.02
a211oi_1 | 14 | 105.1
or2b_1 | 1 | 7.510
mux2_2 | 14 | 157.7
buf_2 | 5 | 25.02
or2_1 | 1 | 6.260
buf_12 | 5 | 100.1
nor2b_1 | 13 | 81.33
nor4_4 | 1 | 21.27
inv_2 | 2 | 7.510
buf_8 | 3 | 45.04
nor2_2 | 1 | 6.260
buf_6 | 9 | 101.4
nor3_1 | 2 | 10.01
clkbuf_1 | 15 | 56.30
nor2_1 | 14 | 52.55
nand2b_1 | 2 | 12.51
nor3b_1 | 1 | 7.510
edfxtp_1 | 160 | 4805
mux2i_1 | 64 | 640.6
## worst paths after layout
| path | start | end | slack, ns | depth (start not counted) |
|---|---|---|---|---|
| max | read_reg_2[2] | read_data_2[17] | 0.99 | 6 |
| min | write_data[13] | registers[2][13] | 1.38 | 1 |
## layer usage
layer / vias to the layer above / part of all wire / global-route usage
met4: 0 / 0.013 / 0.02264
li1: 2214 / - / -
met2: 300 / 0.46 / 0.3199
met1: 2334 / 0.39 / 0.2807
met3: 22 / 0.13 / 0.1426
met5: - / 0 / 0
## cell type report
cell class                 count  area, um^2
fill                        1549        9251
sequential                   160        4805
multi-input combinational    282        2728
timing repair buffer         132        1286
clock buffer                  17       425.4
tap                          260       325.3
clock inverter                11       125.1
inverter                       2       7.507
antenna                        1       2.502
## per-stage QoR
step / utilization / power (mW) / area, um^2 / hold WS, ns
finish: 0.5119 / 2.749 / 9704 / 1.380
detailed placement: 0.4828 / 1.714 / 9151 / 1.803
CTS: 0.5118 / 2.775 / 9702 / 1.369
global route: 0.5118 / 2.848 / 9702 / 1.388
global placement: 0.4828 / 1.710 / 9151 / 1.781
floorplan: - / 1.546 / 7855 / 1.239
## critical path, stage by stage
cell,delay (ns)
clkdlybuf4s50_1,0.56
or2_2,0.50
buf_4,0.27
a211oi_1,0.08
a2111oi_2,0.47
clkdlybuf4s50_1,0.55
## kinds of logic (layout without fill, tap and decap cells)
logic type	after synthesis	after routing	synth area share
flip-flops	160	160	0.6117
AND-OR/OR-AND	128	128	0.1561
multiplexers	116	116	0.1561
buffers and inverters	43	162	0.04651
AND/OR/NAND/NOR	38	38	0.02963
other	0	1	0
Power figures rest on the tool's default switching activity, not on a simulated workload.
