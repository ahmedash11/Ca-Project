[flow/config.mk]
export PLATFORM = sky130hd
export DESIGN_NAME = ALU
export DESIGN_NICKNAME = ALU
export VERILOG_FILES = /design/flow/design.v
export SDC_FILE = /design/flow/constraint.sdc
export NUM_CORES = 4
export LEC_CHECK = 1
export CORE_UTILIZATION = 30
[flow/design.v]
module ALU (OUT, ZeroFlag, In1, In2, ctrl);
 input [31:0] In1, In2;
 input [2:0] ctrl;
 output reg [31:0] OUT;
 output reg ZeroFlag;
 always @ (In1, In2, ctrl)
 begin
 if (In1 == In2)
 ZeroFlag = 1;
 else
 ZeroFlag = 0;
 end
 always @ (In1, In2, ctrl)
 begin
 case (ctrl)
3'b000 : OUT = In1 & In2;  
3'b001 : OUT = In1 | In2;  
3'b010 : OUT = In1 + In2;  
3'b011 : OUT = In1 - In2;  
3'b100 : if (In1 < In2) OUT = 32'd1; else OUT = 32'd0;  
3'b101 : OUT = In1 << In2;
3'b110 : OUT = In1 >> In2;
default : OUT = 32'hxxxxxxxx;
 endcase
 end
endmodule
[flow/run.sh]
#!/bin/bash
# OpenROAD 26Q1-2900-gdf79404cd8, Yosys 0.63+post, stock flow scripts
make -C /OpenROAD-flow-scripts/flow DESIGN_CONFIG=/design/flow/config.mk WORK_HOME=/design/flow/orfs finish
[flow/constraint.sdc]
current_design ALU

set clk_period 19.2
set clk_io_pct 0.2

create_clock -name clk0 -period $clk_period

set non_clock_inputs [all_inputs -no_clocks]
set_input_delay [expr $clk_period * $clk_io_pct] -clock clk0 $non_clock_inputs
set_output_delay [expr $clk_period * $clk_io_pct] -clock clk0 [all_outputs]
==> flow_metrics.env <==
# physical design summary
export IMPL_max_slew_margin=0.378
export IMPL_fin_area_sq_um=9680
export IMPL_max_clock_freq_mhz=83.3
export IMPL_grt_pass1_vias=9395
export IMPL_ys_area_sq_um=8490
export IMPL_use_met2=0.433
export IMPL_fin_crit_ns=12.01
export IMPL_post_cts_buffers=0
export IMPL_detail_route_iter0_violations=998
export IMPL_power_density_nw_per_um2=27.8
export IMPL_synth_seq_share=0
export IMPL_chipWidth_um=170
export IMPL_critical_path_max_fanout=37
export IMPL_synth_cell_types=84
export IMPL_post_dp_cell_area_sq_um=9680
export IMPL_floorplan_core_util=0.305
export IMPL_vias=10300
export IMPL_finalWirelength_um=40800
export IMPL_warnings=96
export IMPL_gp_congestion=1.04
export IMPL_hold_depth=5
export IMPL_ant_nets=0
export IMPL_path_class="in -> out"
export IMPL_leakagePower_nw=3.97
export IMPL_fin_crit_sh=0.625
export IMPL_clkbuf_count=0
export IMPL_tightestPinTransition_ns=0.930
export IMPL_finalHoldWorstSlack_ns=8.72
export IMPL_status="complete, no violations"
export IMPL_routed_via_density=6.05
export IMPL_synth_area_sq_um=8490
export IMPL_path_cells="buf_4 -> buf_4 -> buf_4 -> clkinv_1 -> mux4_2 -> o21ai_0 -> a311oi_1 -> o21ai_0 -> a221oi_1 -> o21ai_0 -> clkdlybuf4s50_1"
export IMPL_grtUsageMet1=0.403
export IMPL_maxCapViolCount=0
export IMPL_grt_busiest_layer="met2"
export IMPL_dp_hpwl_um=32100
export IMPL_finalHoldViolations=0
export IMPL_rsz0062_at_grt="false"
export IMPL_slew_violations=0
export IMPL_hp_start="ctrl[0]"
export IMPL_grt_usage=0.282
export IMPL_synth_adder_area_share=0.146
export IMPL_antenna_found_initial=0
export IMPL_cpMaxStageDelayCell="mux4_2"
export IMPL_xor_area_frac=0.0320
export IMPL_grt_max_degree=69
export IMPL_layout_top_cell="nor2_1"
export IMPL_muxShareOfSynthArea=0.152
export IMPL_grt_overflow=0
export IMPL_path_buffers=5
export IMPL_hold_end="OUT[4]"
export IMPL_dp_worst_setup_slack_ns=7.26
export IMPL_end_kind="output port"
export IMPL_coreArea_sq_um=27800
export IMPL_flops=0
export IMPL_layout_drive_gt1_share=0.0661
export IMPL_dieArea_sq_um=29000
export IMPL_simple_gate_share=0.222
export IMPL_row_count=61
export IMPL_ff_latch_area_sq_um=0
export IMPL_first_pass_iters=5
export IMPL_area_growth_pct=14.0
export IMPL_syn_inst=1291
export IMPL_antennaDiodeCount=0
export IMPL_finalWorstSetupSlack_ns=7.19
export IMPL_post_drt_wl_per_cell_um=24.1
export IMPL_syn_area_per_cell_sq_um=6.57
export IMPL_grt_pass1_wl_um=60400
export IMPL_cp_start_kind="input port"
export IMPL_critPathTopFamily="buffers and inverters"
export IMPL_compound_area_frac=0.355
export IMPL_max_stage_delay_ns=0.59
export IMPL_post_cts_resized=0
export IMPL_port_buffers=100
export IMPL_tns_ns=0
export IMPL_drc=0
export IMPL_vdd_drop_max_v=0.0000112
export IMPL_die_y_um=170
export IMPL_ys_warn_count=1
export IMPL_most_common_layout_cells="nor2_1, o21ai_0, nand2_1"
export IMPL_hold_buffers=0
export IMPL_finalSetupViolations=0
export IMPL_ys_cells=1291
export IMPL_min_path_type="in -> out"
export IMPL_pin_count=100
export IMPL_cp_arrival_ns=8.17
export IMPL_synth_logic_top_family="AND-OR/OR-AND gates"
export IMPL_use_met3=0.0554
export IMPL_critPathRequiredTime_ns=15.36
-- how the worst max path moves through the flow --
stage,start,endpoint,slack (ns),cells after the start
after CTS,In2[5],OUT[20],7.25,14
after global routing,In2[0],OUT[22],6.90,11
final,In2[0],OUT[22],7.19,11
-- per-stage QoR --
stage | util | std cells | total power [mW]
after floorplan | - | 1291 | 0.164
after global placement | 0.348 | 1695 | 0.264
after detailed placement | 0.348 | 1695 | 0.262
after CTS | 0.348 | 1695 | 0.264
after global routing | 0.348 | 1695 | 0.290
final | 0.348 | 1695 | 0.269
-- tightest hold or removal path: cells and delay by family --
kind / cells / cell delay (ns)
buf+inv: 3 / 0.83
simple gates: 1 / 0.12
compound gates: 1 / 0.08
-- per-layer routing --
metal	part of all wire	up-vias
met1	0.44	4874
met5	0	-
met4	0.028	0
met2	0.44	495
met3	0.095	61
li1	-	4829
-- cells by family after synthesis --
logic type	Yosys count
AND/OR/NAND/NOR	412
multiplexers	100
AND-OR/OR-AND	457
XOR/XNOR	31
buffers and inverters	193
adder cells (fa/ha/maj)	98
-- synthesized netlist by cell type, types with 9 or more instances --
cell / instances / area share
nand2_1: 106 / 0.047
buf_2: 27 / 0.016
buf_1: 9 / 0.0040
a21oi_1: 104 / 0.061
mux2_2: 19 / 0.025
inv_1: 93 / 0.041
nor4_1: 17 / 0.013
ha_1: 96 / 0.14
o211ai_1: 18 / 0.016
xnor2_1: 25 / 0.026
o22ai_1: 10 / 0.0074
and2_1: 9 / 0.0066
nand2b_1: 16 / 0.012
and3_1: 11 / 0.0081
a31oi_1: 18 / 0.013
o21bai_1: 9 / 0.0080
clkbuf_1: 55 / 0.024
a21o_1: 19 / 0.017
mux2i_1: 60 / 0.071
o21ai_0: 111 / 0.065
a211oi_1: 36 / 0.032
a221oi_1: 27 / 0.028
nand3_1: 29 / 0.017
nor3_1: 30 / 0.018
nor2_1: 155 / 0.069
mux4_2: 21 / 0.056
-- where the power goes --
| group | internal, mW | switching, mW | total (mW) | leakage, nW |
|---|---|---|---|---|
| Sequential | 0 | 0 | 0 | 0 |
| Clock | 0 | 0 | 0 | 0 |
| Combinational | 0.107 | 0.161 | 0.269 | 3.97 |
| Total | 0.107 | 0.161 | 0.269 | 3.97 |
-- area by class of cell --
class              instances  area (sq um)
fillers                 3065         18100
inverters                 97           364
multi-input cells       1098          7700
well taps                378           473
repair buffers           122          1140
Power is estimated from default activity; no workload was simulated.
